**design/flow/config.mk**
```make
export PLATFORM = sky130hd
export DESIGN_NAME = butterfly
export DESIGN_NICKNAME = butterfly
export VERILOG_FILES = /design/flow/design.v
export SDC_FILE = /design/flow/constraint.sdc
export NUM_CORES = 4
export LEC_CHECK = 1
export CORE_UTILIZATION = 40
```
**design/flow/constraint.sdc**
```tcl
current_design butterfly

set clk_period 13.8
set clk_io_pct 0.2

create_clock -name clk0 -period $clk_period [get_ports {clk}]

set non_clock_inputs [all_inputs -no_clocks]
set_input_delay [expr $clk_period * $clk_io_pct] -clock clk0 $non_clock_inputs
set_output_delay [expr $clk_period * $clk_io_pct] -clock clk0 [all_outputs]
```
**design/flow/design.v**
```verilog
`timescale 1ns/100ps
module butterfly#(
   parameter  PREC = 36
   )
   (
   input                       clk,
   input                       rstn,
   input                       en,
   input signed [15:0]         xp_real,  
   input signed [15:0]         xp_imag,
   input signed [15:0]         xq_real,  
   input signed [15:0]         xq_imag,
   input signed [15:0]         factor_real,  
   input signed [15:0]         factor_imag,          
   output                      valid,
   output signed [15:0]        yp_real,  
   output signed [15:0]        yp_imag,
   output signed [15:0]        yq_real,  
   output signed [15:0]        yq_imag
   );
   reg [4:0]                    en_r ;
   always @(posedge clk or negedge rstn) begin
      if (!rstn) begin
         en_r   <= 'b0 ;
      end
      else begin
         en_r   <= {en_r[3:0], en} ;
      end
   end
   reg signed [31:0] xq_wnr_real0;
   reg signed [31:0] xq_wnr_real1;
   reg signed [31:0] xq_wnr_imag0;
   reg signed [31:0] xq_wnr_imag1;
   reg signed [31:0] xp_real_d;
   reg signed [31:0] xp_imag_d;
   always @(posedge clk or negedge rstn) begin
      if (!rstn) begin
         xp_real_d      <= 'b0;
         xp_imag_d      <= 'b0;
         xq_wnr_real0   <= 'b0;
         xq_wnr_real1   <= 'b0;
         xq_wnr_imag0   <= 'b0;
         xq_wnr_imag1   <= 'b0;
      end
      else if (en) begin
         xq_wnr_real0   <= xq_real * factor_real;   
         xq_wnr_real1   <= xq_imag * factor_imag;
         xq_wnr_imag0   <= xq_real * factor_imag;
         xq_wnr_imag1   <= xq_imag * factor_real;
         xp_real_d      <= { xp_real[15], xp_real[15], xp_real[15], xp_real[15], xp_real[14:0], 13'b0} ;  
         xp_imag_d      <= { xp_imag[15], xp_imag[15], xp_imag[15], xp_imag[15], xp_imag[14:0], 13'b0} ;
      end
   end
   reg signed [31:0] xp_real_d1;
   reg signed [31:0] xp_imag_d1;
   reg signed [31:0] xq_wnr_real;
   reg signed [31:0] xq_wnr_imag;
   always @(posedge clk or negedge rstn) begin
      if (!rstn) begin
         xp_real_d1     <= 'b0;
         xp_imag_d1     <= 'b0;
         xq_wnr_real    <= 'b0 ;
         xq_wnr_imag    <= 'b0 ;
      end
      else if (en_r[0]) begin
         xp_real_d1     <= xp_real_d;
         xp_imag_d1     <= xp_imag_d;
         xq_wnr_real    <= xq_wnr_real0 - xq_wnr_real1 ;  
         xq_wnr_imag    <= xq_wnr_imag0 + xq_wnr_imag1 ;
      end
   end
   reg signed [31:0] yp_real_r;
   reg signed [31:0] yp_imag_r;
   reg signed [31:0] yq_real_r;
   reg signed [31:0] yq_imag_r;
   always @(posedge clk or negedge rstn) begin
      if (!rstn) begin
         yp_real_r      <= 'b0;
         yp_imag_r      <= 'b0;
         yq_real_r      <= 'b0;
         yq_imag_r      <= 'b0;
      end
      else if (en_r[1]) begin
         yp_real_r      <= xp_real_d1 + xq_wnr_real;
         yp_imag_r      <= xp_imag_d1 + xq_wnr_imag;
         yq_real_r      <= xp_real_d1 - xq_wnr_real;
         yq_imag_r      <= xp_imag_d1 - xq_wnr_imag;
      end
   end
   assign yp_real = { yp_real_r[31], yp_real_r[13+14:13] };
   assign yp_imag = { yp_imag_r[31], yp_imag_r[13+14:13] };
   assign yq_real = { yq_real_r[31], yq_real_r[13+14:13] };
   assign yq_imag = { yq_imag_r[31], yq_imag_r[13+14:13] };
   assign valid   = en_r[2];
endmodule
```
**design/flow/run.sh**
```bash
#!/bin/bash
# OpenROAD 26Q1-2900-gdf79404cd8, Yosys 0.63+post, stock flow scripts
make -C /OpenROAD-flow-scripts/flow DESIGN_CONFIG=/design/flow/config.mk WORK_HOME=/design/flow/orfs finish
```
==> impl_metrics.toml <==
# implementation run metrics
[final_layout]
layout_top_cell = "inv_1"
drive_gt1_share_pct = 5.91
final_util_pct = 44.0
regArea_um2 = 8090
lay_top_cells = "inv_1, fa_1, nand2_1, and2_1, ha_1"
fill_cells = 13400
comb_area_um2 = 43100
fin_cells = 7995
area_growth_pct = 9.16

[route]
viasPerCell = 5.05
first_pass_iters = 5
drt-total-wl_um = 145000
drt_iter0_markers = 1895
remaining_drc_errors = 0
routedWlPerCell_um = 18.1
num_vias = 40400
final_antenna_net_count = 0

[floorplanning]
initCoreUtil_pct = 40.3
num_rows = 138
chipArea_um2 = 144000
die_x_um = 379
coreArea_um2 = 141000
ios = 164
die_y_um = 379

[outcome]
status = "finished clean"

[placed_design]
placed_cells = 7913
dp_hpwl_um = 112000
portBuffers = 163
pre_cts_slack_ns = 3.95
gp_congestion = 0.927

[setup_path]
rr_worst_depth = 10
startpoint = "xq_real[15]"
cp.required_ns = 14.33
r2r_slack_ns = 9.93
reg2reg_from = "xq_wnr_real0[20]"
r2r_end = "xq_wnr_real[29]"
critPathCapture = "xq_wnr_imag0[29]"
start_kind = "input pin"
timing_worst_setup_path_type = "input pin to flop"
path_max_fanout = 32
cp_data_arrival_time_ns = 9.74
worstSetupEndpointType = "flop"

[final_timing]
worst_slew_pin_slew_ns = 0.972
finalSetupTns_ns = 0
period_needed_ns = 9.21
finClkSkew_ns = 0.0315
relSlewSlack_pct = 34.7
period_used_pct = 66.7
setup_violations = 0
finalHoldViolCount = 0
rsz0062_at_grt = "false"
setup_ws_ns = 4.59
fmax_mhz = 109
slew_viol_final = 0

[clocking]
cts_setup_buffers = 0
clockBufferDepth = 3
ctsHoldBuffers = 0
clk_pin_slew_ns = 0.06
cts_buffers = 44
cts_sinks = 323
cts_tree = "built"
ctsResizeCount = 0
cts-htree-levels = 2
cts_root_buf = "clkbuf_16"
worstSkewPairLatency_ns = 0.64

[synth]
yosysWarnings = 1
edf_count = 0
compound_area_share_pct = 8.04
yosys.area_share.simple_pct = 13.4
ys_sh_mux_pct = 3.75
synthDistinctLibCells = 80
ys_cells = 6032
fa_ha_area_share_pct = 47.1
synth_seq_share_pct = 14.2
ys_async_sr_fraction_pct = 100
synth.logic.top_family = "adder cells"
synth_top_flop_cell = "dfrtp_1"
ys_seq_elements = 323
syn_avg_cell_area_um2 = 9.45
synthesis.area_um2 = 57000
ys_chip_area_um2 = 57000
ys_sh_xor_pct = 3.40
syn_inst = 6032

[global_route]
antenna_found_initial = 6
grt_pass1_vias = 41800
grt_overflow = 0
grt_usage_pct = 22.3
grt_max_degree = 90
grt_pass1_wl_um = 234000

[flow_run]
tool_warnings = 61
drv_cap = 0

[worst_hold_path]
hold_path.class = "flop to flop"
-- state kept, by name, summed over array words and instances, names as in the netlist, 32 cells and up --
name and count:
xq_wnr_real1 32, xq_wnr_imag 32, xq_wnr_real 32, xq_wnr_real0 32
xq_wnr_imag0 32, xq_wnr_imag1 32
-- critical path, cell delays in order --
cell and delay [ns]:
clkdlybuf4s50_1 0.45, buf_4 0.37, nand2_1 0.17, inv_1 0.15, fa_1 0.55, fa_1 0.97
fa_1 0.55, fa_1 0.50, fa_1 0.50, inv_1 0.05, fa_1 0.49, inv_1 0.05
ha_1 0.37, a21o_1 0.19, a21oi_1 0.15, o21ai_0 0.10, a41o_1 0.24, a311o_1 0.43
a21o_1 0.20, a211o_1 0.29, a22o_1 0.18
-- kinds of logic (layout without fill, tap and decap cells) --
group | count (synthesis) | after routing
buf+inv | 1538 | 1610
xor+xnor | 221 | 221
compound gates | 702 | 702
other cells | 0 | 1
mux | 192 | 192
fa+ha+maj | 1514 | 1514
flops | 323 | 323
simple gates | 1542 | 1542
-- synth_stat cells (7+ instances only) --
| library cell | number | area [µm²] |
|---|---|---|
| nor3_1 | 40 | 200 |
| nand2_1 | 600 | 2250 |
| xor2_1 | 59 | 517 |
| and3_1 | 22 | 138 |
| xnor2_1 | 162 | 1420 |
| and2_1 | 503 | 3150 |
| o31ai_1 | 20 | 150 |
| a211o_1 | 14 | 123 |
| clkbuf_1 | 245 | 920 |
| a21oi_1 | 208 | 1040 |
| o21a_1 | 37 | 278 |
| o22ai_1 | 7 | 43.8 |
| ha_1 | 462 | 5780 |
| o21ai_0 | 128 | 641 |
| mux2_2 | 170 | 1910 |
| nor4_1 | 12 | 75.1 |
| a21o_1 | 89 | 668 |
| nand4_1 | 12 | 75.1 |
| nand3_1 | 44 | 220 |
| buf_1 | 14 | 52.6 |
| nand2b_1 | 38 | 238 |
| o21bai_1 | 32 | 240 |
| dfrtp_1 | 323 | 8080 |
| fa_1 | 1052 | 21100 |
| a211oi_1 | 32 | 240 |
| mux2i_1 | 22 | 220 |
| nor2b_1 | 28 | 175 |
| inv_1 | 1275 | 4790 |
| a31oi_1 | 24 | 150 |
| o211ai_1 | 13 | 97.6 |
| o41ai_1 | 7 | 61.3 |
| nor2_1 | 185 | 694 |
| or3_1 | 22 | 138 |
-- routing by layer --
metal	routed length (µm)	track usage, %
met2	63600	32.3
met4	2600	2.98
met1	65000	34.1
met3	13700	8.07
met5	36	0.0686
-- how the worst min path moves through the flow --
stage	startpoint	end	slack [ns]	cells after the start
finish	yq_real_r[18]	yq_real_r[18]	0.48	1
global route	xq_wnr_imag[4]	xq_wnr_imag[4]	0.50	1
CTS	yq_real_r[20]	yq_real_r[20]	0.49	1
-- final cells by class --
cell class | count | area share, %
Antenna cell | 1 | 0.00402
Inverter | 1278 | 7.71
Tap cell | 1890 | 3.80
Timing Repair Buffer | 251 | 3.69
Clock inverter | 27 | 0.575
Multi-Input combinational cell | 4171 | 69.3
Sequential cell | 323 | 13.0
Clock buffer | 54 | 1.88
-- stage by stage --
step,hold slack [ns],instance area (µm²)
finish,0.480,62200
global route,0.500,62200
CTS,0.485,62200
detailed placement,0.471,60700
global placement,0.464,60700
floorplan,0.352,57000
