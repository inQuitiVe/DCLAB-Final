--- design/flow/config.mk ---
export PLATFORM = sky130hd
export DESIGN_NAME = threshold
export DESIGN_NICKNAME = threshold
export VERILOG_FILES = /design/flow/design.v
export SDC_FILE = /design/flow/constraint.sdc
export NUM_CORES = 4
export LEC_CHECK = 1
export CORE_UTILIZATION = 30
--- design/flow/constraint.sdc ---
current_design threshold

set clk_period 2.6
set clk_io_pct 0.2

create_clock -name clk0 -period $clk_period [get_ports {clk}]

set non_clock_inputs [all_inputs -no_clocks]
set_input_delay [expr $clk_period * $clk_io_pct] -clock clk0 $non_clock_inputs
set_output_delay [expr $clk_period * $clk_io_pct] -clock clk0 [all_outputs]
--- design/flow/design.v ---
module threshold#(
      parameter                       FFT  = 1024,
      parameter                       HFFT = FFT/2,
      parameter                       LGFFT = 10,
      parameter                       ACCUTHRESH = HFFT/2,
      parameter                       COUNTTHRESH = 200
      ) (
    input                            clk,
    input                            rst,
    input [LGFFT-2:0]             i_data,
    output                          jump,
    output[4:0]                   height 
);
logic [32:0] counter_r,counter_w;
localparam S_IDLE = 0;
localparam S_ACCUM = 1;
logic state_r,state_w;
logic [LGFFT-2:0] height_r,height_w;
logic jump_r,jump_w;
assign height = height_r[LGFFT-3] ? 30 :
                height_r[LGFFT-4] ? 27 :
                height_r[LGFFT-5] ? 24 :
                height_r[LGFFT-6] ? 21 :
                height_r[LGFFT-7] ? 18 :
                height_r[LGFFT-8] ? 15 :
                1;
assign jump = jump_r;
always_comb begin
    state_w = state_r;
    jump_w = jump_r;
    height_w = height_r;
	 counter_w = counter_r;
    case (state_r) 
        S_IDLE : begin
            jump_w = 0;
            if (i_data >= ACCUTHRESH)begin
                counter_w = 0;
                state_w = S_ACCUM;
                height_w = i_data;
            end
        end
        S_ACCUM : begin
            if (counter_r == COUNTTHRESH)begin
                state_w = S_IDLE;
                jump_w  = 1'b1;
            end
            if (i_data >= ACCUTHRESH)begin
                counter_w = counter_r + 1;
                if(height_r < i_data) height_w = i_data;
            end
            else begin
                state_w = S_IDLE;
            end
        end
    endcase
end
always_ff @(posedge clk or negedge rst) begin
    if(!rst)begin
        state_r       <=   'b0;
        jump_r        <=   'b0;
        height_r      <=   'b0;
		  counter_r     <=   'b0;
    end
    else  begin
        state_r       <=   state_w;
        jump_r        <=   jump_w;
        height_r      <=   height_w;
		  counter_r     <=   counter_w;
    end
end
endmodule
--- design/flow/run.sh ---
#!/bin/bash
# OpenROAD 26Q1-2900-gdf79404cd8, Yosys 0.63+post, stock flow scripts
make -C /OpenROAD-flow-scripts/flow DESIGN_CONFIG=/design/flow/config.mk WORK_HOME=/design/flow/orfs finish
==> GITHUB_STEP_SUMMARY <==
## Implementation flow summary

| Metric | Value |
|---|---|
| Total negative slack | 0 ns |
| Flip-flops with a built-in enable | 0 |
| WL per Instance | 13.5 um |
| IO Count | 17 |
| RD Place Congestion | 0.873 |
| Setup Viol. Count Final | 0 |
| Final Hold Vio Count | 0 |
| Vias in the first global route | between 2k and 2.5k |
| Pre-antenna DRT Iters | 4 |
| Status | finished, final reports clean |
| Cell Int Power | 1.04 mW |
| Crit path DRT | ~2.8 ns |
| First-pass GRT wire length | 9520 um |
| WP buf/inv | 2 |
| Layout fillers | 799 |
| Hold Buf Count CTS | 0 |
| Yosys Chip Area | about 2500 um2 |
| Clk root buf | clkbuf_8 |
| CP cell instances | clkdlybuf4s50_1 -> inv_1 -> ha_1 -> a21o_1 -> a31oi_1 -> o21ai_0 -> a211oi_4 -> mux2_2 |
| Achievable Freq | 416 MHz |
| H-tree depth | 2 |
| Post-layout period usage | approximately 90% |
| Synth unique cells | around 45 |
| Final wirelength | between 5000 and 6000 um |
| Hold Path Class | in -> async |
| Worst vdd ir | 0.242 mV |
| Combinational cell fraction of total power | approximately 15% |
| Family with the most delay on the worst path | AND-OR/OR-AND gates |
| Die W | 93.9 um |
| Worst Path Class, Setup | in -> reg |
| Diodes inserted | 0 |
| Post-synthesis sequential area ratio | 43.4% |
| Worst Tran Pin Value | 0.780 ns |
| Post-CTS Setup Bufs | 0 |
| Post-DP HPWL | 3850 um |
| Slew headroom | a little under half |
| Initial antenna violation count | 0 |
| Reg2reg setup slack | ~0.48 ns |
| Yosys Instances | ~280 |
| CTS buffer count | 5 |
| Yosys reg bits | 44 |
| Die Size | between 8000 and 9000 um2 |
| Worst Setup End Kind | flop |
| CORE AREA | around 8200 um2 |
| RSZ-0062 raised after global routing | false |
| Antenna Nets Post-Route | 0 |
| Area Overhead vs Synth | 15.5% |
| Slew Viols, Final | 0 |
| Synthesized area | 2540 um2 |
| Sw Share | between 20% and 30% |
| OpenROAD warnings | 26 |
| Longest Clk Path Bufs | 2 |
| Vias post-DR | 2058 |
| Late-Pin Clk Latency | a little under 0.3 ns |
| Critical path's slowest cell | clkdlybuf4s50_1 |
| Critical path peak fanout | 7 |
| Synth warn | 1 |
| DRT iter0 DRCs | 135 |
| Lkg Pwr | 1.27 nW |
| Die Ht | 93.9 um |
| Clock Skews | slightly above 0.008 ns |
| Top_reg_cell synth | dfrtp_1 |
| Max-cap violations | 0 |
| P per Cell Area | between 400 and 500 nW/um2 |
| GRT Total Usage | 13.8% |
| Largest net degree at the start of global routing | 45 |
| # port buffers | 16 |
| Overflow after GRT | 0 |
| Async S/R FF share, synth | ~100% |
| Gate Count Post-Synth | 275 |
| CTS resizes | 0 |
| Placement Setup Slack | -0.132 ns |
| Row count | 33 |
| CP arrival | about 2.6 ns |
| FP Util | between 30% and 40% |
| Vias per cell | 5.08 |
| Flop pwr share | 53.3% |
| Clk sink count | 44 |
| Clock transition at path regs | about 0.080 ns |
| Post-Syn Area per Cell | 9.22 um2 |
| Clock share of power | between 30 and 40% |
| DRC | 0 |
| Fin worst setup slack | around 0.19 ns |
| Worst stage delay on the critical path | 0.47 ns |
| Layout cells sized above 1 | about a tenth |
| Final critical-path required period | 2.41 ns |
| NetSw | 0.379 mW |
| CP Launch Type | input port |
| CTS tree | yes |
-- metal layers --
metal	up-vias	wire, um	GRT usage [%]
li1	1035	-	-
met1	965	2790	21.6
met2	51	2360	21.3
met3	7	268	2.39
met4	0	46	1.03
met5	-	0	0
-- area by class of cell --
cell class                 instances  area [um2]  area share [%]
clock buffer                       8        90.1            3.08
inverter                          14        52.6            1.79
multi-input combinational        209        1330            45.5
sequential                        44        1100            37.6
tap                              105         131            4.49
timing repair buffer              25         223            7.60
-- power groups by stage --
stage | combinational [mW] | sequential [mW] | clock, mW
after global routing | 0.253 | 0.765 | 0.482
after CTS | 0.223 | 0.757 | 0.461
final | 0.219 | 0.758 | 0.445
-- cells by family after synthesis --
family	Yosys count	synth area share [%]
AND-OR/OR-AND	47	11.7
multiplexers	8	3.40
adder cells (fa/ha/maj)	10	4.93
buffers and inverters	22	4.09
flip-flops	44	43.4
AND/OR/NAND/NOR	128	26.9
XOR/XNOR	16	5.53
-- state kept, by name, indices dropped and copies added, names as in the netlist --
register	flops
height_r	9
jump_r	1
counter_r	33
state_r	1
-- layout by cell type, fill, tap and decap left out, types with 2 or more instances in the layout --
master / synthesis / routed
buf_4: 1 / 9
a41oi_1: 2 / 2
nor3_1: 5 / 5
mux2i_1: 3 / 3
or3_1: 6 / 6
ha_1: 10 / 10
nand2_1: 23 / 23
o31ai_1: 5 / 5
nand4_1: 13 / 13
a21o_1: 2 / 2
a21oi_1: 12 / 12
mux2_2: 5 / 5
nand3_1: 23 / 23
clkbuf_8: 0 / 6
inv_1: 13 / 13
o21ai_0: 18 / 18
xnor2_1: 2 / 2
nor4_1: 9 / 9
clkbuf_1: 3 / 2
nor2_1: 35 / 35
and3_1: 2 / 2
dfrtp_1: 44 / 44
xor2_1: 14 / 14
nand4_4: 2 / 2
clkdlybuf4s50_1: 0 / 15
-- synth_stat cells (2+ instances only) --
library cell	number	area [um2]
mux2_2	5	56.3
nor3_1	5	25.0
o21ai_0	18	90.1
o31ai_1	5	37.5
buf_6	2	22.5
a21oi_1	12	60.1
dfrtp_1	44	1100
clkbuf_1	3	11.3
nand3_1	23	115
nor2_1	35	131
nand2_1	23	86.3
a21o_1	2	15.0
a41oi_1	2	17.5
xnor2_1	2	17.5
nand4_4	2	42.5
and3_1	2	12.5
mux2i_1	3	30.0
nand4_1	13	81.3
xor2_1	14	123
or3_1	6	37.5
inv_1	13	48.8
ha_1	10	125
nor4_1	9	56.3
-- stage by stage --
step	power [mW]	instance area, um2	hold WS, ns	instances	utilization, %
2_1_floorplan	0.893	2540	0.224	275	-
3_3_place_gp	0.989	2840	0.462	397	34.6
3_5_place_dp	0.992	2840	0.461	397	34.6
4_1_cts	1.44	2930	0.314	405	35.6
5_1_grt	1.50	2930	0.336	405	35.6
6_report	1.42	2930	0.287	405	35.6
-- final timing paths --
kind,cells past startpoint,end,start
max,8,height_r[5],i_data[2]
min in group clk0,1,height_r[8],height_r[8]
max in group asynchronous,2,counter_r[9],rst
max reg2reg,6,height_r[5],height_r[2]
min,2,height_r[7],rst
min reg2reg,1,height_r[8],height_r[8]
Power is estimated from default activity; no workload was simulated.
